==> design/flow/design.v <==
module amo_shim #(
    parameter  int unsigned AddrMemWidth = 32
) (
    input   logic                     clk_i,
    input   logic                     rst_ni,
    input   logic                     in_req_i,      
    output  logic                     in_gnt_o,      
    input   logic [AddrMemWidth-1:0]  in_add_i,      
    input   logic [3:0]               in_amo_i,      
    input   logic                     in_wen_i,      
    input   logic [63:0]              in_wdata_i,    
    input   logic [7:0]               in_be_i,       
    output  logic [63:0]              in_rdata_o,    
    output  logic                     out_req_o,     
    output  logic [AddrMemWidth-1:0]  out_add_o,     
    output  logic                     out_wen_o,     
    output  logic [63:0]              out_wdata_o,   
    output  logic [7:0]               out_be_o,      
    input   logic [63:0]              out_rdata_i    
);
    typedef enum logic [3:0] {
        AMONone = 4'h0,
        AMOSwap = 4'h1,
        AMOAdd  = 4'h2,
        AMOAnd  = 4'h3,
        AMOOr   = 4'h4,
        AMOXor  = 4'h5,
        AMOMax  = 4'h6,
        AMOMaxu = 4'h7,
        AMOMin  = 4'h8,
        AMOMinu = 4'h9,
        AMOCAS  = 4'hA
    } amo_op_t;
    enum logic {
        Idle, DoAMO
    } state_q;
    amo_op_t     amo_op_q;
    logic        load_amo;
    logic [AddrMemWidth-1:0] addr_q;
    logic [31:0] amo_operand_a;
    logic [31:0] amo_operand_b_q;
    logic        upper_word_q;
    logic [31:0] swap_value_q;
    logic [31:0] amo_result;  
    assign amo_operand_a = upper_word_q ? out_rdata_i[63:32] : out_rdata_i[31:0];
    always_comb begin
        out_req_o   = in_req_i;
        in_gnt_o    = in_req_i;
        out_add_o   = in_add_i;
        out_wen_o   = in_wen_i;
        out_wdata_o = in_wdata_i;
        out_be_o    = in_be_i;
        in_rdata_o  = out_rdata_i;
        load_amo = 1'b0;
        unique case (state_q)
            Idle: begin
                if (in_req_i && amo_op_t'(in_amo_i) != AMONone) begin
                    load_amo = 1'b1;
                end
            end
            DoAMO: begin
                in_gnt_o    = 1'b0;
                out_req_o   = 1'b1;
                out_add_o   = addr_q;
                out_wen_o   = 1'b1;
                out_be_o    = upper_word_q ?  8'b1111_0000 : 8'b0000_1111;
                out_wdata_o = upper_word_q ? {amo_result, 32'b0} : {32'b0, amo_result};
                in_rdata_o  = upper_word_q ? {amo_operand_a, 32'b0} : {32'b0, amo_operand_a};
            end
            default:;
        endcase
    end
    always_ff @(posedge clk_i or negedge rst_ni) begin
        if (!rst_ni) begin
            state_q         <= Idle;
            amo_op_q        <= amo_op_t'('0);
            addr_q          <= '0;
            amo_operand_b_q <= '0;
            swap_value_q    <= '0;
            upper_word_q    <= '0;
        end else begin
            if (load_amo) begin
                amo_op_q        <= amo_op_t'(in_amo_i);
                addr_q          <= in_add_i;
                amo_operand_b_q <= in_be_i[0] ? in_wdata_i[31:0]  : in_wdata_i[63:32];
                swap_value_q    <= in_be_i[0] ? in_wdata_i[63:32] : in_wdata_i[63:32];
                state_q         <= DoAMO;
                upper_word_q    <= in_be_i[4];
            end else begin
                amo_op_q        <= AMONone;
                state_q         <= Idle;
            end
        end
    end
    logic [33:0] adder_sum;
    logic [32:0] adder_operand_a, adder_operand_b;
    assign adder_sum = adder_operand_a + adder_operand_b;
    always_comb begin : amo_alu
        adder_operand_a = 33'($signed(amo_operand_a));
        adder_operand_b = 33'($signed(amo_operand_b_q));
        amo_result = amo_operand_b_q;
        unique case (amo_op_q)
            AMOSwap:;
            AMOAdd: amo_result = adder_sum[31:0];
            AMOAnd: amo_result = amo_operand_a & amo_operand_b_q;
            AMOOr:  amo_result = amo_operand_a | amo_operand_b_q;
            AMOXor: amo_result = amo_operand_a ^ amo_operand_b_q;
            AMOMax: begin
                adder_operand_b = -$signed(amo_operand_b_q);
                amo_result = adder_sum[32] ? amo_operand_b_q : amo_operand_a;
            end
            AMOMin: begin
                adder_operand_b = -$signed(amo_operand_b_q);
                amo_result = adder_sum[32] ? amo_operand_a : amo_operand_b_q;
            end
            AMOMaxu: begin
                adder_operand_a = 33'($unsigned(amo_operand_a));
                adder_operand_b = -$unsigned(amo_operand_b_q);
                amo_result = adder_sum[32] ? amo_operand_b_q : amo_operand_a;
            end
            AMOMinu: begin
                adder_operand_a = 33'($unsigned(amo_operand_a));
                adder_operand_b = -$unsigned(amo_operand_b_q);
                amo_result = adder_sum[32] ? amo_operand_a : amo_operand_b_q;
            end
            AMOCAS: begin
                adder_operand_b = -$signed(amo_operand_b_q);
                if (adder_sum == '0) begin
                    amo_result =  swap_value_q;
                end else begin
                    amo_result =  upper_word_q ? out_rdata_i[63:32] : out_rdata_i[31:0];
                end
            end
            default: amo_result = '0;
        endcase
    end
endmodule
==> design/flow/run.sh <==
#!/bin/bash
# OpenROAD 26Q1-2900-gdf79404cd8, Yosys 0.63+post, stock flow scripts
make -C /OpenROAD-flow-scripts/flow DESIGN_CONFIG=/design/flow/config.mk WORK_HOME=/design/flow/orfs finish
==> design/flow/config.mk <==
export PLATFORM = sky130hd
export DESIGN_NAME = amo_shim
export DESIGN_NICKNAME = amo_shim
export VERILOG_FILES = /design/flow/design.v
export SDC_FILE = /design/flow/constraint.sdc
export NUM_CORES = 4
export LEC_CHECK = 1
export CORE_UTILIZATION = 40
==> design/flow/constraint.sdc <==
current_design amo_shim

set clk_period 28.5
set clk_io_pct 0.2

create_clock -name clk0 -period $clk_period [get_ports {clk_i}]

set non_clock_inputs [all_inputs -no_clocks]
set_input_delay [expr $clk_period * $clk_io_pct] -clock clk0 $non_clock_inputs
set_output_delay [expr $clk_period * $clk_io_pct] -clock clk0 [all_outputs]
==> reports/qor.txt <==
Status - complete, no violations
Post-synth seq share - 22.6%
Setup WS post-layout - 11.49 ns
Worst slack at placement - 11.57 ns
Synthesis area per yosys - 11300 µm²
GRT overflow - 0
Logic area - 8100 µm²
DR iter-0 viols - 816
Port Buffers - 346
Vias after detailed routing - 11300
Clock Path Buffers - 2
CP arrival - 11.31 ns
Layout Utilization - 55.3%
Crit-path max FO - 22
Num rows - 61
Die area - 28900 µm²
Worst slew margin - 38.4%
Gpl congestion - 1.00
CTS root buffer - clkbuf_16
Min cycle time layout - 17.01 ns
Die X - 170 µm
Area grow syn2layout - 36.0%
Critical path's largest stage delay - 0.75 ns
IO Pins - 347
Slew Viols, Final - 0
FF+latch area - 2560 µm²
WHS - 0.506 ns
Leak Pwr - 6.53 nW
Peak VDD IR - 0.0279 mV
Vias/cell - 5.72
DRC errors left - 0
Pwr/cell area - 52.5 nW/µm²
Initial antenna violation count - 0
Yosys Instances - 1300
WL/cell - 21.5 µm
Achievable Freq - 0.0588 GHz
Cell area after synthesis - 11300 µm²
Clk ins delay skew pair - 0.37 ns
Reg2reg setup slack - 25.35 ns
Crit end category - primary output
Routed Antenna Nets - 0
Crit path max-delay cell type - o41ai_4
HPWL after detailed placement - 33800 µm
Number of buffers created by CTS - 9
Ys flops - 102
Post-CTS Setup Bufs - 0
Distinct cells, synth - 69
Layout cells sized above 1 - 12.3%
Core area - 27800 µm²
Final setup violation count - 0
Placed insts - 1958
Clk pin slew, worst setup/hold paths - 0.08 ns
Mapped Cells - 1300
Worst Path Required - 22.80 ns
PostCTS Resize Cnt - 0
First drt pass iteration count - 5
GRT Total Usage - 30.0%
Commonest Layout Cell - clkdlybuf4s50_1
HP Class - flip-flop to flip-flop
CP cell instances - clkdlybuf4s50_1, mux2_2, ha_1, inv_1, fa_1, nand2b_1, a21oi_1, o21ai_1, nand2_1, a21oi_1, xnor2_1, nor4b_2, and4_1, o41ai_4, buf_4, a221o_1, a21boi_1, clkdlybuf4s50_1
CTS sink cnt - 102
Synth top area share - 22.6%
Vias in the first global route - 10700
Power, Total - 807 µW
Warnings from Yosys - 1
Mean Syn Cell Area - 8.69 µm²
Ys flop type - dfrtp_1
Max H-tree Level - 3
Top post-synthesis cells by area - dfrtp_1 (23%), mux2_2 (13%), ha_1 (11%)
Final worst-path cycle share - 59.7%
Largest net degree at the start of global routing - 65
Fillers - 2544
Area leader, netlist - dfrtp_1
Critical path class - primary input to primary output
Setup Skew - 0.00994 ns
Top Layout Cells - clkdlybuf4s50_1 (344), mux2_2 (128), dfrtp_1 (100)
Hold_buf cts - 0
Tool warnings - 58
Non-filler instance count after layout - 1974
Async S/R FF share, synth - 100%
Number of diodes - 0
Setup TNS - 0 ns
RSZ-0062 raised after global routing - false
Startpoint Class - primary input
Max-Cap Viols - 0
Placed inst area - 15100 µm²
CTS tree - yes
First-pass GRT wire length - 64600 µm
Hold Vio Cnt, Final - 0
Die y size - 170 µm
Final WL - 42500 µm
Initial core utilization - 40.7%
Post-synth EDFFs - 0
Worst-Margin Slew - 0.921 ns
Finished Cell Area - 15400 µm²
[critical path, delay by kind of cell]
kind / cells / cell delay, ns
multiplexers: 1 / 0.21
XOR/XNOR: 1 / 0.42
AND-OR/OR-AND: 6 / 2.02
buffers and inverters: 4 / 1.56
AND/OR/NAND/NOR: 4 / 0.77
adder cells (fa/ha/maj): 2 / 0.63
[cells by family after synthesis]
logic type | share of synthesized area (%)
compound gates | 25.5
flops | 22.6
xor+xnor | 4.34
mux | 16.1
simple gates | 14.3
buf+inv | 6.10
fa+ha+maj | 11.0
[cells in the mapped netlist (21+ instances only)]
cell type    n
mux2i_1     38
a221o_1     52
and2_1      71
ha_1        98
dfrtp_1    102
xnor2_1     44
nor2_1      84
o211ai_1    28
nand2_1     59
o211a_1     37
mux2_2     128
clkbuf_1    63
o21ai_0     52
a21oi_1     95
a22oi_1     21
inv_1       84
nand2b_1    28
[power breakdown]
group          leakage [nW]  switching, mW  internal (mW)  total (mW)
registers              1.18         0.0248          0.168       0.193
logic                  5.21          0.261          0.229       0.490
clock network         0.146         0.0613         0.0631       0.124
[routing by layer]
| layer | routed length [µm] | GRT usage [%] | up-vias |
|---|---|---|---|
| li1 | - | - | 5381 |
| met1 | 20400 | 47.8 | 5383 |
| met2 | 17300 | 41.2 | 511 |
| met3 | 4490 | 9.50 | 24 |
| met4 | 377 | 2.51 | 0 |
| met5 | 0 | 0 | - |
[worst paths after layout]
| path | from | endpoint | depth (start not counted) |
|---|---|---|---|
| max | out_rdata_i[0] | out_wdata_o[48] | 18 |
| min | addr_q[6] | addr_q[6] | 1 |
| max reg2reg | state_q | swap_value_q[7] | 5 |
| min reg2reg | addr_q[6] | addr_q[6] | 1 |
| max in group asynchronous | rst_ni | state_q | 2 |
| min in group asynchronous | rst_ni | addr_q[19] | 1 |
[state kept, by name, summed over array words and instances, names as in the netlist]
signal and cells:
addr_q 32, amo_op_q 4, amo_operand_b_q 32, state_q 1, swap_value_q 32, upper_word_q 1
[area by class of cell]
| class | count | area share [%] |
|---|---|---|
| clock inverter | 6 | 0.366 |
| sequential | 102 | 16.6 |
| clock buffer | 10 | 1.56 |
| inverter | 84 | 2.05 |
| timing repair buffer | 369 | 23.6 |
| multi-input combinational | 1025 | 52.7 |
| tap | 378 | 3.08 |
Power is estimated from default activity; no workload was simulated.
